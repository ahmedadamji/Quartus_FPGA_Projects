File: config.mk
export PLATFORM = sky130hd
export DESIGN_NAME = ThreeBitSignedMultiplier
export DESIGN_NICKNAME = ThreeBitSignedMultiplier
export VERILOG_FILES = /design/flow/design.v
export SDC_FILE = /design/flow/constraint.sdc
export NUM_CORES = 4
export LEC_CHECK = 1
export CORE_AREA = 10 10 70 70
export DIE_AREA = 0 0 80 80
File: constraint.sdc
current_design ThreeBitSignedMultiplier

set clk_period 4.5
set clk_io_pct 0.2

create_clock -name clk0 -period $clk_period

set non_clock_inputs [all_inputs -no_clocks]
set_input_delay [expr $clk_period * $clk_io_pct] -clock clk0 $non_clock_inputs
set_output_delay [expr $clk_period * $clk_io_pct] -clock clk0 [all_outputs]
File: design.v
module OneBitFullAdder(
  input a,
  input b,
  input c_in,
  output sum,
  output c_out
);
  wire w1;
  wire w2;
  wire w3;
  xor(w1, a, b);
  xor(sum, w1, c_in);
  and(w2, w1, c_in);
  and(w3, a, b);
  or(c_out, w2, w3);
endmodule  
module ArrayCell(
  input andout,
  input a,
  input b,
  input c_in,
  output sum,
  output c_out
);
  and(ab, b, a);
  OneBitFullAdder adder1(
  andout,
  ab,
  c_in,
  sum,
  c_out
  );
endmodule
module ThreeBitSignedMultiplier(
	 input [2:0] a,
	 input [2:0] b,
	 output [5:0] d
);
	wire [4:0] c1;
	wire [4:0] c2;
	wire [4:0] c3;
	wire [4:0] c4;
	wire [4:0] c5;
	wire [4:0] r1;
	wire [4:0] r2;
	wire [4:0] r3;
	wire [4:0] r4;
	wire [4:0] r5;
	and(d[0],a[0],b[0]);
	and(c1[0],a[1],b[0]);
	ArrayCell cell1(
		.andout(c1[0]),
		.a(a[0]),
		.b(b[1]),
		.c_in(1'b0),
		.sum(d[1]),
		.c_out(r1[0])
	);
	and(c2[0],a[2],b[0]);
	ArrayCell cell2(
		.andout(c2[0]),
		.a(a[1]),
		.b(b[1]),
		.c_in(r1[0]),
		.sum(c2[1]),
		.c_out(r1[1])
	);
	ArrayCell cell3(
		.andout(c2[1]),
		.a(a[0]),
		.b(b[2]),
		.c_in(1'b0),
		.sum(d[2]),
		.c_out(r2[0])
	);
	and(c3[0],a[2],b[0]);
	ArrayCell cell4(
		.andout(c3[0]),
		.a(a[2]),
		.b(b[1]),
		.c_in(r1[1]),
		.sum(c3[1]),
		.c_out(r1[2])
	);
	ArrayCell cell5(
		.andout(c3[1]),
		.a(a[1]),
		.b(b[2]),
		.c_in(r2[0]),
		.sum(c3[2]),
		.c_out(r2[1])
	);
	ArrayCell cell6(
		.andout(c3[2]),
		.a(a[0]),
		.b(b[2]),
		.c_in(1'b0),
		.sum(d[3]),
		.c_out(r3[0])
	);
	and(c4[0],a[2],b[0]);
	ArrayCell cell7(
		.andout(c4[0]),
		.a(a[2]),
		.b(b[1]),
		.c_in(r1[2]),
		.sum(c4[1]),
		.c_out(r1[3])
	);
	ArrayCell cell8(
		.andout(c4[1]),
		.a(a[2]),
		.b(b[2]),
		.c_in(r2[1]),
		.sum(c4[2]),
		.c_out(r2[2])
	);
	ArrayCell cell9(
		.andout(c4[2]),
		.a(a[1]),
		.b(b[2]),
		.c_in(r3[0]),
		.sum(c4[3]),
		.c_out(r3[1])
	);
	ArrayCell cell10(
		.andout(c4[3]),
		.a(a[0]),
		.b(b[2]),
		.c_in(1'b0),
		.sum(d[4]),
		.c_out(r4[0])
	);
	and(c5[0],a[2],b[0]);
	ArrayCell cell11(
		.andout(c5[0]),
		.a(a[2]),
		.b(b[1]),
		.c_in(r1[3]),
		.sum(c5[1]),
		.c_out(r1[4])
	);
	ArrayCell cell12(
		.andout(c5[1]),
		.a(a[2]),
		.b(b[2]),
		.c_in(r2[2]),
		.sum(c5[2]),
		.c_out(r2[3])
	);
	ArrayCell cell13(
		.andout(c5[2]),
		.a(a[2]),
		.b(b[2]),
		.c_in(r3[1]),
		.sum(c5[3]),
		.c_out(r3[2])
	);
	ArrayCell cell14(
		.andout(c5[3]),
		.a(a[1]),
		.b(b[2]),
		.c_in(r4[0]),
		.sum(c5[4]),
		.c_out(r4[1])
	);
	ArrayCell cell15(
		.andout(c5[4]),
		.a(a[0]),
		.b(b[2]),
		.c_in(1'b0),
		.sum(d[5]),
		.c_out(r5[0])
	);
	endmodule 
File: run.sh
#!/bin/bash
# OpenROAD 26Q1-2900-gdf79404cd8, Yosys 0.63+post, stock flow scripts
make -C /OpenROAD-flow-scripts/flow DESIGN_CONFIG=/design/flow/config.mk WORK_HOME=/design/flow/orfs finish
==> results.txt <==
State of the implementation.

- Setup repair after global routing could not meet its margin everywhere.
- The number of clock buffer instances in the layout is 0, for reference.
- Timing would allow up to 0.189 GHz.
- In this run the vertical extent of the chip is 80 µm.
- The maximum number of pins on one net before global-route repair is 4, for reference.
- The critical path's largest stage delay is 0.52 ns, for reference.
- In this run the critical path is formed by buf_6 > and2_4 > ha_4 > inv_2 > fa_2 > buf_6 > fa_2 > fa_1 > fa_1 > inv_2 > fa_1 > ha_2 > xnor2_2 > xnor2_2 > xnor2_1 > buf_2.
- The final weighted congestion recorded by global placement is 0.724.
- Counting the fill cells in the layout gives 381.
- Power spread over the standard cell area amounts to 138 nW/µm².
- The flow ran to the end, but the final reports show violations.
- The first-pass iteration count of the detailed router is 1, for reference.
- The ratio of routed vias to standard cells is 2.82, for reference.
- The total instance count after detailed placement is 102, for reference.
- The worst hold path belongs to the class in -> out.
- The first global-routing pass estimated 1450 µm of wire.
- The number of hold violations in the final report is 0, for reference.
- The cell repeated most along the worst path is fa_1, for reference.
- The synthesis report lists the Yosys warning total as 1.
- OpenROAD emitted warnings numbering 37.
- The cell type of the slowest stage on the worst timing path is fa_1, for reference.
- The slew check shows that the tightest pin keeps a relative margin of 84.6%.
- The kind of capture point of the worst setup path is an output pin, for reference.
- The violation count after the first detailed-route iteration is 0, for reference.
- Post-synthesis, Yosys gives the total cell area as 357 µm².
- The hold path depth is 6, for reference.
- The script logs the mean routed wire length per placed instance as 7.57 µm.
- For this design the static power due to leakage is 0.289 nW.
- In the final layout, the share of cells above drive strength 1 is 51.7%.
- The overall routing resource usage is 2.58%, for reference.
- The final cell count without fillers is 104, for reference.
- The number of antenna violations at the first check in global routing is 0.
- The maximum VDD drop is 0.0000268 V, for reference.
- The starting utilization of the core area is 10.4%, for reference.
- The post-CTS hold buffer count recorded in the log is 0.
- Detailed routing inserted a total of 293 vias.
- The via count of the first global-routing pass came to 342.
- The wire length reported by the detailed router is 787 µm, for reference.
- In this run the worst path has a maximum fanout of 2.
- The post-synthesis cell count from yosys is 41, for reference.
- For this design the top-level I/O count stands at 12.
- The gate-level netlist out of Yosys references 8 unique cell types.
- The multi-input combinational cells in the finished layout cover a total of 327 µm².
- The routed design ends up with an antenna cell count of 0.
- The share of the clock period used by the worst path after layout is 118%, for reference.
- The pin slew with the least headroom to its limit is 0.229 ns, for reference.
- In the final report, the number of endpoints failing setup comes to 2.
- Input and output buffers added on the ports amount to 12.
- The count of antenna-violating nets left after detailed routing is 0, for reference.
- The utilization after layout is 18.1%, for reference.
- The minimum period implied by the final worst setup slack is 5.29 ns, for reference.
- Looking at hold timing, the worst path starts from a[0].
- STA puts the critical path data required time at 3.60 ns.
- The HPWL after detailed placement is 722 µm.
- The area growth from synthesis to layout is 73.3%, for reference.
- Data arrives at the worst endpoint at 4.39 ns.
- The critical path in this run is classified as in -> out.
- Counting pins that exceed their max-slew limit in the final report gives 0.
- The synthesized instance count is 41.
- After layout, the worst setup slack is -0.789 ns.
- Per the detail_route report, DRC violations left total 0.
- Across the run, the number of max-cap violations was 0.
- Sequential cells placed in the final layout were counted as 0.
- The overall die area is 6400 µm², for reference.
- According to the floorplan report, the die width is 80 µm.
- The final global-route overflow total is 0, for reference.
- In the final layout, flip-flops and latches occupy 0 µm².
- The mean area per synthesized cell is 8.70 µm², for reference.
- The kind of start point of the critical path is an input port, for reference.
- The summed instance area of the synthesized netlist is 357 µm², for reference.
- The sequential element share of the synthesized area is 0%, for reference.
- The checks that failed: setup timing.
- The area inside the core boundary is 3420 µm², for reference.
- Hold analysis lists the worst path endpoint as d[5].
- Row generation in the floorplan step produced 21 rows.
-- worst max path at each step --
stage | slack [ns] | depth (start not counted) | end | from
CTS | -0.84 | 18 | d[5] | a[1]
global route | -0.94 | 16 | d[5] | b[1]
finish | -0.79 | 16 | d[5] | b[1]
-- kinds of logic after synthesis --
logic type,count (synthesis),share of synthesized area (%)
and+or+nand+nor,10,13.3
xor gates and xnor gates,5,12.3
buffers and inverters,15,21.1
adders and majority gates,11,53.3
-- synth_stat cells, drive strengths merged --
master | n | area (µm²)
inv | 10 | 37.5
xor2 | 1 | 8.76
ha | 4 | 50.1
xnor2 | 4 | 35.0
and2 | 4 | 25.0
buf | 5 | 37.5
nand2 | 6 | 22.5
fa | 7 | 140
-- what timing repair did --
| item | CTS | global route |
|---|---|---|
| setup buffers | 2 | 0 |
| resized | 29 | 4 |
| pin swaps | 14 | 14 |
| endpoints found under the setup margin | 3 | 3 |
-- metrics by stage --
stage	hold WS (ns)	power, mW	area [µm²]	TNS (ns)	setup WS [ns]
after CTS	2.28	0.0830	598	-1.34	-0.841
after global routing	2.32	0.0999	618	-1.47	-0.944
after floorplan	1.87	0.0590	392	-0.642	-0.482
after global placement	2.90	0.0881	592	-2.68	-1.43
after detailed placement	2.91	0.0895	592	-2.79	-1.48
final	2.27	0.0850	618	-1.22	-0.789
-- layout by cell type, fill, tap and decap left out, types with 2 or more instances in the layout --
cell type and instances:
buf_6 6, fa_1 4, ha_1 2, xnor2_1 2, clkdlybuf4s50_1 5, buf_4 8, inv_2 4, fa_2 3
nand2_1 5, xnor2_2 2, and2_1 2, inv_1 6, and2_4 2, buf_2 2
-- area by class of cell --
cell class | instances | area share (%)
multi-input cells | 26 | 52.8
repair buffers | 22 | 31.8
well taps | 46 | 9.31
inverters | 10 | 6.07
-- metal layers --
layer,track usage [%],share of wire (%)
met2,4.65,50
met4,0,0
met5,0,0
met1,3.30,44
met3,0.455,5.8
-- power by group --
group | internal (mW) | leakage (nW) | switching (mW)
clock network | 0 | 0 | 0
logic | 0.0531 | 0.289 | 0.0319
registers | 0 | 0 | 0
-- worst max-delay path, delay by kind of cell --
kind,cells,cell delay [ns]
xor gates and xnor gates,3,0.47
adders and majority gates,7,2.51
and+or+nand+nor,1,0.14
buffers and inverters,5,0.38
Power is estimated from default activity; no workload was simulated.
