===== design/flow/design.v =====
module Mux(
input a,
input b,
input s,
output y
);
wire w1;
wire w2;
wire s_n;
not(s_n,s);
and(w1,s_n,a);
and(w2,s,b);
or(y,w1,w2);
endmodule 
module Mux16(
input [15:0]a,
input [15:0]b,
input s,
output [15:0]y
);
    Mux bit0(
	 .a(a[0]),
    .b(b[0]),
    .s(s),
    .y(y[0])
	 );
	 Mux bit1(
	 .a(a[1]),
    .b(b[1]),
    .s(s),
    .y(y[1])
	 );
	 Mux bit2(
	 .a(a[2]),
    .b(b[2]),
    .s(s),
    .y(y[2])
	 );
	 Mux bit3(
	 .a(a[3]),
    .b(b[3]),
    .s(s),
    .y(y[3])
	 );
	 Mux bit4(
	 .a(a[4]),
    .b(b[4]),
    .s(s),
    .y(y[4])
	 );
	 Mux bit5(
	 .a(a[5]),
    .b(b[5]),
    .s(s),
    .y(y[5])
	 );
	 Mux bit6(
	 .a(a[6]),
    .b(b[6]),
    .s(s),
    .y(y[6])
	 );
	 Mux bit7(
	 .a(a[7]),
    .b(b[7]),
    .s(s),
    .y(y[7])
	 );
	 Mux bit8(
	 .a(a[8]),
    .b(b[8]),
    .s(s),
    .y(y[8])
	 );
	 Mux bit9(
	 .a(a[9]),
    .b(b[9]),
    .s(s),
    .y(y[9])
	 );
	 Mux bit10(
	 .a(a[10]),
    .b(b[10]),
    .s(s),
    .y(y[10])
	 );
	 Mux bit11(
	 .a(a[11]),
    .b(b[11]),
    .s(s),
    .y(y[11])
	 );
	 Mux bit12(
	 .a(a[12]),
    .b(b[12]),
    .s(s),
    .y(y[12])
	 );
	 Mux bit13(
	 .a(a[13]),
    .b(b[13]),
    .s(s),
    .y(y[13])
	 );
	 Mux bit14(
	 .a(a[14]),
    .b(b[14]),
    .s(s),
    .y(y[14])
	 );
	 Mux bit15(
	 .a(a[15]),
    .b(b[15]),
    .s(s),
    .y(y[15])
	 );
endmodule 
module Mux4Way16(
input [15:0]a,
input [15:0]b,
input [15:0]c,
input [15:0]d,
input [1:0]s,
output [15:0]y
);
wire [15:0]w1;
wire [15:0]w2;
Mux16 ab(
.a(a),
.b(b),
.s(s[0]),
.y(w1)
);
Mux16 cd(
.a(c),
.b(d),
.s(s[0]),
.y(w2)
);
Mux16 out(
.a(w1),
.b(w2),
.s(s[1]),
.y(y)
);
endmodule 
module Mux8Way16(
input [15:0]a,
input [15:0]b,
input [15:0]c,
input [15:0]d,
input [15:0]e,
input [15:0]f,
input [15:0]g,
input [15:0]h,
input [1:0]s,
output [15:0]y
);
wire [15:0]w1;
wire [15:0]w2;
Mux4Way16 abcd(
.a(a),
.b(b),
.c(c),
.d(d),
.s(s[0]),
.y(w1)
);
Mux4Way16 efgh(
.a(e),
.b(f),
.c(g),
.d(h),
.s(s[0]),
.y(w2)
);
Mux16 out(
.a(w1),
.b(w2),
.s(s[1]),
.y(y)
);
endmodule 

===== design/flow/run.sh =====
#!/bin/bash
# OpenROAD 26Q1-2900-gdf79404cd8, Yosys 0.63+post, stock flow scripts
make -C /OpenROAD-flow-scripts/flow DESIGN_CONFIG=/design/flow/config.mk WORK_HOME=/design/flow/orfs finish

===== design/flow/config.mk =====
export PLATFORM = sky130hd
export DESIGN_NAME = Mux8Way16
export DESIGN_NICKNAME = Mux8Way16
export VERILOG_FILES = /design/flow/design.v
export SDC_FILE = /design/flow/constraint.sdc
export NUM_CORES = 4
export LEC_CHECK = 1
export CORE_AREA = 10 10 71 71
export DIE_AREA = 0 0 81 81

===== design/flow/constraint.sdc =====
current_design Mux8Way16

set clk_period 1.1
set clk_io_pct 0.2

create_clock -name clk0 -period $clk_period

set non_clock_inputs [all_inputs -no_clocks]
set_input_delay [expr $clk_period * $clk_io_pct] -clock clk0 $non_clock_inputs
set_output_delay [expr $clk_period * $clk_io_pct] -clock clk0 [all_outputs]

==> results.txt <==
Layout cells sized above 1 - 39.8%
Peak supply drop - 0.000151 V
Top fanout value on the critical path - 5
Lkg Pwr - 0.583 nW
FP Util - 15.0%
Grt ovf - 0
Tally of yosys warning messages - 2
P&R area growth vs syn - 124%
Worst-margin pin slew - 0.116 ns
Critical path's largest stage delay - 0.49 ns
Post-DP Area - 1290 um2
Non-filler cells, final - 156
Commonest Layout Cell - dlygate4sd2_1
Minimum clock period - 1.36 ns
Achievable Freq - 0.736 GHz
Yosys stat chip area - 544 um2
DRT Pass-1 Iters - 2
Initial antenna violation count - 0
Diodes inserted - 0
DRT Wirelength - 2410 um
Hold crit path type - input port to primary output
Yosys Instances - 36
PortBufs - 82
Placed Cells incl. Taps - 150
Maxcap violations - 0
Slew Viols, Final - 0
Status - finished with violations
WS Path Type - input port to primary output
Worst setup SP type - input port
Clock buffer cells - 0
Slowest cell on crit path - mux4_2
First-pass GRT wire length - 3530 um
Vias in the first global route - 733
Netlist cell types - 6
Vias per Instance - 3.88
Critical Path RT - 0.88 ns
Crit path max-delay family - multiplexers
Top logic cells by instance count in the layout - dlygate4sd2_1 (65), mux4_2 (16), buf_2 (16), buf_6 (7)
Average wire per standard cell - 15.4 um
Failing checks - setup timing
Critical path buffers and inverters - 4
Relative slew slack - 92.3%
Power Total - 0.000382 W
Via Count - 605
Post-route ant nets - 0
Drt drc - 0
CP dominant cell by count - buf_8
Synthesized area per cell - 15.1 um2
# hold bufs at CTS - 0
DIE AREA - 6560 um2
Sequential-to-total area share from yosys stat - 0%
Cycle use final - 124%
Count of tool warnings - 99
Worst Setup End Kind - primary output
Seq cells - 0
Power Density - 313 nW/um2
GP Congestion - 0.678
Flop area - 0 um2
Setup total negative slack - -3.33 ns
Global Route Usage Sum - 6.87%
Mapped Cells - 36
Starting DRC count in detailed routing - 2
Core area - 3630 um2
Rows - 22
RSZ-0062 raised after global routing - yes
CP Data Arrival Time - 1.14 ns
Worst-path cell chain - buf_8 > buf_8 > buf_12 > mux4_2 > buf_2
Fin area - 1220 um2
I/O pins - 146
Fin worst setup slack - -0.259 ns
Largest net degree at the start of global routing - 9
Final setup vio count - 16
Cell area after synthesis - 544 um2
Chip Width - 81 um
DIE HEIGHT - 81 um
Hold Fails Final Rpt - 0
layer usage:
| metal | vias to the layer above | routed length [um] | part of all wire [%] | GRT usage (%) |
|---|---|---|---|---|
| met2 | 44 | 1230 | 51 | 11.5 |
| li1 | 280 | - | - | - |
| met3 | 0 | 313 | 13 | 4.01 |
| met4 | 0 | 0 | 0 | 0 |
| met1 | 281 | 861 | 36 | 7.96 |
| met5 | - | 0 | 0 | 0 |
logic make-up (layout without fill, tap and decap cells):
logic type	count (synthesis)	count (layout)	share of synthesized area, %
multiplexers	16	16	70.3
buffers and inverters	20	92	29.7
tightest hold or removal path: cells and delay by family:
family / cells / cell delay [ns]
buf+inv: 2 / 0.27
mux: 1 / 0.21
timing repair:
item / 4_1_cts / 5_1_grt
buffers inserted: 6 / 0
endpoints found under the hold margin: 0 / 0
resized: 137 / 2
setup endpoints to repair: 16 / 16
final timing paths:
check / endpoint / depth (start not counted) / slack [ns] / from
max: y[5] / 5 / -0.26 / s[0]
min: y[4] / 3 / 0.92 / e[4]
cells in the mapped netlist:
| cell type | number | area (um2) |
|---|---|---|
| buf_12 | 1 | 20.0 |
| buf_2 | 2 | 10.0 |
| buf_6 | 1 | 11.3 |
| buf_4 | 16 | 120 |
| mux4_1 | 6 | 158 |
| mux4_2 | 10 | 225 |
final cells by class:
| class | count | area, um2 |
|---|---|---|
| fill | 396 | 2410 |
| timing repair buffer | 92 | 798 |
| tap | 48 | 60.1 |
| multi-input combinational | 16 | 360 |
report_power, final:
group	internal, W	switching, W
registers	0	0
logic	0.000292	0.0000899
clock network	0	0
total	0.000292	0.0000899
metrics by stage:
stage	setup slack, ns	hold slack [ns]	utilization (%)
after global placement	-1.03	1.57	35.6
final	-0.259	0.923	33.5
after floorplan	-0.182	0.713	-
after detailed placement	-1.03	1.57	35.6
after CTS	-0.279	0.925	33.3
after global routing	-0.298	0.936	33.5
Power and IR drop assume default switching activity.
