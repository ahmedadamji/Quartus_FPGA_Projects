<file path="/design/flow/design.v">
module OneBitFullAdder(
  input a,
  input b,
  input c_in,
  output sum,
  output c_out
);
  wire w1;
  wire w2;
  wire w3;
  xor(w1, a, b);
  xor(sum, w1, c_in);
  and(w2, w1, c_in);
  and(w3, a, b);
  or(c_out, w2, w3);
endmodule  
module EightBitUnsignedArrayMultiplier(
  input [7:0] multiplicand,
  input [7:0] multiplier,
  input c_in,
  output [15:0] mul
);
  wire [7:0] c1;
  wire [7:0] c2;
  wire [7:0] c3;
  wire [7:0] c4;
  wire [7:0] c5;
  wire [7:0] c6;
  wire [7:0] c7;
  wire [7:0] c8;
  wire [7:0] c9;
  wire [7:0] c10;
  wire [7:0] c11;
  wire [7:0] c12;
  wire [7:0] c13;
  wire [7:0] c14;
  wire [7:0] r1;
  wire [7:0] r2;
  wire [7:0] r3;
  wire [7:0] r4;
  wire [7:0] r5;
  wire [7:0] r6;
  wire [7:0] r7;
  and(mul[0], multiplier[0], multiplicand[0]);
  and(c1[0], multiplier[0], multiplicand[1]);
  ArrayCell cell1(
  c1[0],
  multiplicand[0],
  multiplier[1],
  1'b0,
  mul[1],
  r1[0]
  );
  and(c2[0], multiplier[0], multiplicand[2]);
  ArrayCell cell2(
  c2[0],
  multiplicand[1],
  multiplier[1],
  r1[0],
  c2[1],
  r1[1]
  );
  ArrayCell cell3(
  c2[1],
  multiplicand[0],
  multiplier[2],
  1'b0,
  mul[2],
  r2[0]
  );
  and(c3[0], multiplier[0], multiplicand[3]);
  ArrayCell cell4(
  c3[0],
  multiplicand[2],
  multiplier[1],
  r1[1],
  c3[1],
  r1[2]
  );
  ArrayCell cell5(
  c3[1],
  multiplicand[1],
  multiplier[2],
  r2[0],
  c3[2],
  r2[1]
  );
  ArrayCell cell6(
  c3[2],
  multiplicand[0],
  multiplier[3],
  1'b0,
  mul[3],
  r3[0]
  );
  and(c4[0], multiplier[0], multiplicand[4]);
  ArrayCell cell7(
  c4[0],
  multiplicand[3],
  multiplier[1],
  r1[2],
  c4[1],
  r1[3]
  );
  ArrayCell cell8(
  c4[1],
  multiplicand[2],
  multiplier[2],
  r2[1],
  c4[2],
  r2[2]
  );
  ArrayCell cell9(
  c4[2],
  multiplicand[1],
  multiplier[3],
  r3[0],
  c4[3],
  r3[1]
  );
  ArrayCell cell10(
  c4[3],
  multiplicand[0],
  multiplier[4],
  1'b0,
  mul[4],
  r4[0]
  );
  and(c5[0], multiplier[0], multiplicand[5]);
  ArrayCell cell11(
  c5[0],
  multiplicand[4],
  multiplier[1],
  r1[3],
  c5[1],
  r1[4]
  );
  ArrayCell cell12(
  c5[1],
  multiplicand[3],
  multiplier[2],
  r2[2],
  c5[2],
  r2[3]
  );
  ArrayCell cell13(
  c5[2],
  multiplicand[2],
  multiplier[3],
  r3[1],
  c5[3],
  r3[2]
  );
  ArrayCell cell14(
  c5[3],
  multiplicand[1],
  multiplier[4],
  r4[0],
  c5[4],
  r4[1]
  );
  ArrayCell cell15(
  c5[4],
  multiplicand[0],
  multiplier[5],
  1'b0,
  mul[5],
  r5[0]
  );
  and(c6[0], multiplier[0], multiplicand[6]);
  ArrayCell cell16(
  c6[0],
  multiplicand[5],
  multiplier[1],
  r1[4],
  c6[1],
  r1[5]
  );
  ArrayCell cell17(
  c6[1],
  multiplicand[4],
  multiplier[2],
  r2[3],
  c6[2],
  r2[4]
  );
  ArrayCell cell18(
  c6[2],
  multiplicand[3],
  multiplier[3],
  r3[2],
  c6[3],
  r3[3]
  );
  ArrayCell cell19(
  c6[3],
  multiplicand[2],
  multiplier[4],
  r4[1],
  c6[4],
  r4[2]
  );
  ArrayCell cell20(
  c6[4],
  multiplicand[1],
  multiplier[5],
  r5[0],
  c6[5],
  r5[1]
  );
  ArrayCell cell21(
  c6[5],
  multiplicand[0],
  multiplier[6],
  1'b0,
  mul[6],
  r6[0]
  );
  and(c7[0], multiplier[0], multiplicand[7]);
  ArrayCell cell22(
  c7[0],
  multiplicand[6],
  multiplier[1],
  r1[5],
  c7[1],
  r1[6]
  );
  ArrayCell cell23(
  c7[1],
  multiplicand[5],
  multiplier[2],
  r2[4],
  c7[2],
  r2[5]
  );
  ArrayCell cell24(
  c7[2],
  multiplicand[4],
  multiplier[3],
  r3[3],
  c7[3],
  r3[4]
  );
  ArrayCell cell25(
  c7[3],
  multiplicand[3],
  multiplier[4],
  r4[2],
  c7[4],
  r4[3]
  );
  ArrayCell cell26(
  c7[4],
  multiplicand[2],
  multiplier[5],
  r5[1],
  c7[5],
  r5[2]
  );
  ArrayCell cell27(
  c7[5],
  multiplicand[1],
  multiplier[6],
  r6[0],
  c7[6],
  r6[1]
  );
  ArrayCell cell28(
  c7[6],
  multiplicand[0],
  multiplier[7],
  1'b0,
  mul[7],
  r7[0]
  );
  ArrayCell cell29(
  1'b0,
  multiplicand[7],
  multiplier[1],
  r1[6],
  c8[0],
  r1[7]
  );
  ArrayCell cell30(
  c8[0],
  multiplicand[6],
  multiplier[2],
  r2[5],
  c8[1],
  r2[6]
  );
  ArrayCell cell31(
  c8[1],
  multiplicand[5],
  multiplier[3],
  r3[4],
  c8[2],
  r3[5]
  );
  ArrayCell cell32(
  c8[2],
  multiplicand[4],
  multiplier[4],
  r4[3],
  c8[3],
  r4[4]
  );
  ArrayCell cell33(
  c8[3],
  multiplicand[3],
  multiplier[5],
  r5[2],
  c8[4],
  r5[3]
  );
  ArrayCell cell34(
  c8[4],
  multiplicand[2],
  multiplier[6],
  r6[1],
  c8[5],
  r6[2]
  );
  ArrayCell cell35(
  c8[5],
  multiplicand[1],
  multiplier[7],
  r7[0],
  mul[8],
  r7[1]
  );
  ArrayCell cell36(
  r1[7],
  multiplicand[7],
  multiplier[2],
  r2[6],
  c9[0],
  r2[7]
  );
  ArrayCell cell37(
  c9[0],
  multiplicand[6],
  multiplier[3],
  r3[5],
  c9[1],
  r3[6]
  );
  ArrayCell cell38(
  c9[1],
  multiplicand[5],
  multiplier[4],
  r4[4],
  c9[2],
  r4[5]
  );
  ArrayCell cell39(
  c9[2],
  multiplicand[4],
  multiplier[5],
  r5[3],
  c9[3],
  r5[4]
  );
  ArrayCell cell40(
  c9[3],
  multiplicand[3],
  multiplier[6],
  r6[2],
  c9[4],
  r6[3]
  );
  ArrayCell cell41(
  c9[4],
  multiplicand[2],
  multiplier[7],
  r7[1],
  mul[9],
  r7[2]
  );
  ArrayCell cell42(
  r2[7],
  multiplicand[7],
  multiplier[3],
  r3[6],
  c10[0],
  r3[7]
  );
  ArrayCell cell43(
  c10[0],
  multiplicand[6],
  multiplier[4],
  r4[5],
  c10[1],
  r4[6]
  );
  ArrayCell cell44(
  c10[1],
  multiplicand[5],
  multiplier[5],
  r5[4],
  c10[2],
  r5[5]
  );
  ArrayCell cell45(
  c10[2],
  multiplicand[4],
  multiplier[6],
  r6[3],
  c10[3],
  r6[4]
  );
  ArrayCell cell46(
  c10[3],
  multiplicand[3],
  multiplier[7],
  r7[2],
  mul[10],
  r7[3]
  );
  ArrayCell cell47(
  r3[7],
  multiplicand[7],
  multiplier[4],
  r4[6],
  c11[0],
  r4[7]
  );
  ArrayCell cell48(
  c11[0],
  multiplicand[6],
  multiplier[5],
  r5[5],
  c11[1],
  r5[6]
  );
  ArrayCell cell49(
  c11[1],
  multiplicand[5],
  multiplier[6],
  r6[4],
  c11[2],
  r6[5]
  );
  ArrayCell cell50(
  c11[2],
  multiplicand[4],
  multiplier[7],
  r7[3],
  mul[11],
  r7[4]
  );
  ArrayCell cell51(
  r4[7],
  multiplicand[7],
  multiplier[5],
  r5[6],
  c12[0],
  r5[7]
  );
  ArrayCell cell52(
  c12[0],
  multiplicand[6],
  multiplier[6],
  r6[5],
  c12[1],
  r6[6]
  );
  ArrayCell cell53(
  c12[1],
  multiplicand[5],
  multiplier[7],
  r7[4],
  mul[12],
  r7[5]
  );
  ArrayCell cell54(
  r5[7],
  multiplicand[7],
  multiplier[6],
  r6[6],
  c13[0],
  r6[7]
  );
  ArrayCell cell55(
  c13[0],
  multiplicand[6],
  multiplier[7],
  r7[5],
  mul[13],
  r7[6]
  );
  ArrayCell cell56(
  r6[7],
  multiplicand[7],
  multiplier[7],
  r7[6],
  mul[14],
  mul[15]
  );
endmodule
module ArrayCell(
  input andout,
  input a,
  input b,
  input c_in,
  output sum,
  output c_out
);
  and(ab, b, a);
  OneBitFullAdder adder1(
  andout,
  ab,
  c_in,
  sum,
  c_out
  );
endmodule
</file>
<file path="/design/flow/run.sh">
#!/bin/bash
# OpenROAD 26Q1-2900-gdf79404cd8, Yosys 0.63+post, stock flow scripts
make -C /OpenROAD-flow-scripts/flow DESIGN_CONFIG=/design/flow/config.mk WORK_HOME=/design/flow/orfs finish
</file>
<file path="/design/flow/config.mk">
export PLATFORM = sky130hd
export DESIGN_NAME = EightBitUnsignedArrayMultiplier
export DESIGN_NICKNAME = EightBitUnsignedArrayMultiplier
export VERILOG_FILES = /design/flow/design.v
export SDC_FILE = /design/flow/constraint.sdc
export NUM_CORES = 4
export LEC_CHECK = 1
export CORE_UTILIZATION = 30
</file>
<file path="/design/flow/constraint.sdc">
current_design EightBitUnsignedArrayMultiplier

set clk_period 17.7
set clk_io_pct 0.2

create_clock -name clk0 -period $clk_period

set non_clock_inputs [all_inputs -no_clocks]
set_input_delay [expr $clk_period * $clk_io_pct] -clock clk0 $non_clock_inputs
set_output_delay [expr $clk_period * $clk_io_pct] -clock clk0 [all_outputs]
</file>
==> results.sh <==
# flow metrics
export IMPL_outcome="finished, final reports clean"
export IMPL_yosys_area_share_simple_pct=23.0
export IMPL_holdBufCountCts=0
export IMPL_crit_required_ps=14160
export IMPL_flop_count=0
export IMPL_cp_common_cell="fa_1"
export IMPL_worst_path_dominant_cell_family="adder cells"
export IMPL_fill_cells=518
export IMPL_die_y_um=75.8
export IMPL_end_kind="output port"
export IMPL_cts_resized=0
export IMPL_top_logic_kind="adder cells"
export IMPL_nClkBuffers=0
export IMPL_num_rows=26
export IMPL_grt_overflow=0
export IMPL_power_leakage_nw=0.861
export IMPL_die_width_um=75.8
export IMPL_grt_pass1_wl_mm=4.36
export IMPL_wl_per_cell_um=8.94
export IMPL_yosysTopAreaCell="fa_1"
export IMPL_io_pins=33
export IMPL_regArea_um2=0
export IMPL_ys_seq_share_pct=0
export IMPL_fp_utilization_pct=31.6
export IMPL_drt_iter0_drc=6
export IMPL_rsz0062_at_grt="no"
export IMPL_ys_area_mm2=0.00164
export IMPL_grt_max_degree=9
export IMPL_ys_cells=158
export IMPL_routed_wl_mm=2.19
export IMPL_path_max_fanout=8
export IMPL_synth_xor_area_share_pct=0
export IMPL_hold_violations=0
export IMPL_drc=0
export IMPL_slowest_stage="clkdlybuf4s50_1"
export IMPL_cp_data_arrival_time_ps=13470
export IMPL_grt_pass1_vias=1029
export IMPL_grt_use_total_pct=9.92
export IMPL_gp_congestion=0.750
export IMPL_p_per_area_mw_per_mm2=146
export IMPL_slowest_delay_ps=530
export IMPL_drv_cap=0
export IMPL_synth_compound_area_share_pct=0
export IMPL_worstMarginPinSlew_ps=255
export IMPL_topCellsByArea="fa_1, and2_1, buf_4"
export IMPL_synth_cell_area_mm2=0.00164
export IMPL_cp_num_buf_inv=6
export IMPL_ant_nets=0
export IMPL_synth_warnings=1
export IMPL_finalPower_mw=0.282
export IMPL_synthCells=158
export IMPL_startpoint_type="primary input"
export IMPL_timing_fmax_ghz=0.0588
export IMPL_final_cell_mix="and2_1, fa_1, clkdlybuf4s50_1, inv_1, nand2_1"
export IMPL_layout_top_cell="and2_1"
export IMPL_post_cts_setup_buffer_count=0
export IMPL_coreArea_mm2=0.00517
export IMPL_syn_area_per_cell_um2=10.4
export IMPL_port_buffers=32
export IMPL_vias=1002
export IMPL_firstDrtPassIters=2
export IMPL_drive_gt1_share_pct=0
export IMPL_chipArea_mm2=0.00575
export IMPL_place_hpwl_mm=2.08
export IMPL_finalClockPeriodUsage_pct=96.1
export IMPL_setup_tns_ps=0
export IMPL_hold_class="in2out"
export IMPL_setup_viol=0
export IMPL_area_growth_pct=18.1
export IMPL_synth_top_cell_area_share_pct=58.8
export IMPL_max_slew_margin_pct=82.9
export IMPL_grt_antenna_before_repair=0
export IMPL_critical_path_class="in2out"
export IMPL_routed_via_density=4.09
export IMPL_drv_slew=0
export IMPL_mux_share_pct=0
export IMPL_antenna_cells=0
export IMPL_synth_distinct_cells=6
export IMPL_vdd_drop_max_mv=0.0900
export IMPL_ys_sh_adder_pct=64.9
export IMPL_layout_min_cycle_time_ps=17010
export IMPL_warnings=33
final cells by class:
| class | count | area (um2) | share of cell area, % |
|---|---|---|---|
| well taps | 70 | 87.6 | 4.54 |
| inverters | 23 | 86.3 | 4.47 |
| multi-input cells | 120 | 1440 | 74.4 |
| repair buffers | 32 | 320 | 16.6 |
routing by layer:
layer	wire, um	vias up	GRT usage (%)	share of wire (%)
met4	0	0	0	0
met1	1010	508	16.9	46
met2	1130	14	16.1	52
li1	-	480	-	-
met5	0	-	0	0
met3	49	0	0	2.2
logic make-up (layout without fill, tap and decap cells):
family,Yosys count,in the layout
and+or+nand+nor,64,64
buffers and inverters,38,55
adders and majority gates,56,56
synthesized netlist by cell type, drive strengths merged:
cell   number
and2       54
fa         48
inv        23
buf        15
nand2      10
ha          8
path summary, 6_finish.rpt:
kind / from / to / slack [ps] / cells past startpoint
setup / recovery: multiplier[1] / mul[14] / 690 / 27
hold / removal: multiplier[0] / mul[0] / 8200 / 3
stage by stage:
stage / setup slack [ps] / hold slack (ps) / instances / util (%) / instance area [um2]
after global placement: 613 / 8200 / 245 / 37.3 / 1930
after floorplan: 1800 / 7150 / 158 / - / 1640
after global routing: 222 / 8270 / 245 / 37.3 / 1930
after detailed placement: 590 / 8210 / 245 / 37.3 / 1930
after CTS: 584 / 8210 / 245 / 37.3 / 1930
final: 694 / 8200 / 245 / 37.3 / 1930
power breakdown:
group	total [mW]	leakage [nW]	switching, mW	internal (mW)
sequential	0	0	0	0
combinational	0.282	0.861	0.0968	0.185
clock	0	0	0	0
Power is estimated from default activity; no workload was simulated.
